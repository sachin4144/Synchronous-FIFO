File: design/flow/constraint.sdc
current_design qs_fifo

set clk_period 3.5
set clk_io_pct 0.2

create_clock -name clk0 -period $clk_period [get_ports {clk}]

set non_clock_inputs [all_inputs -no_clocks]
set_input_delay [expr $clk_period * $clk_io_pct] -clock clk0 $non_clock_inputs
set_output_delay [expr $clk_period * $clk_io_pct] -clock clk0 [all_outputs]
File: design/flow/config.mk
export PLATFORM = sky130hd
export DESIGN_NAME = qs_fifo
export DESIGN_NICKNAME = qs_fifo
export VERILOG_FILES = /design/flow/design.v
export SDC_FILE = /design/flow/constraint.sdc
export NUM_CORES = 4
export LEC_CHECK = 1
export CORE_UTILIZATION = 40
File: design/flow/run.sh
#!/bin/bash
# OpenROAD 26Q1-2900-gdf79404cd8, Yosys 0.63+post, stock flow scripts
make -C /OpenROAD-flow-scripts/flow DESIGN_CONFIG=/design/flow/config.mk WORK_HOME=/design/flow/orfs finish
File: design/flow/design.v
`timescale 1ns / 1ps
module qs_fifo #(
    parameter DATA_W = 8,
    parameter DEPTH  = 4
)(
    input                        clk,
    input                        reset,
    input                        push_i,
    input      [DATA_W-1:0]      push_data_i,
    input                        pop_i,
    output reg [DATA_W-1:0]      pop_data_o,
    output reg                   full_o,
    output reg                   empty_o
);
    function integer clog2;
        input integer value;
        integer i;
        begin
            clog2 = 0;
            for (i = value - 1; i > 0; i = i >> 1)
                clog2 = clog2 + 1;
        end
    endfunction
    localparam PTR_W = clog2(DEPTH);
    reg [DATA_W-1:0] fifo_mem [0:DEPTH-1];
    reg [PTR_W-1:0]  rd_ptr, wr_ptr;
    reg              rd_wrap, wr_wrap;
    wire full_cond = (rd_ptr == wr_ptr) && (rd_wrap != wr_wrap);
    wire empty_cond = (rd_ptr == wr_ptr) && (rd_wrap == wr_wrap);
    always @(*) begin
        full_o  = full_cond;
        empty_o = empty_cond;
    end
    always @(*) begin
        if (pop_i && !empty_o)
            pop_data_o = fifo_mem[rd_ptr];
        else
            pop_data_o = {DATA_W{1'b0}};
    end
    always @(posedge clk or posedge reset) begin
        if (reset) begin
            rd_ptr  <= 0;
            wr_ptr  <= 0;
            rd_wrap <= 0;
            wr_wrap <= 0;
        end else begin
            if (push_i && !full_o) begin
                fifo_mem[wr_ptr] <= push_data_i;
                if (wr_ptr == (DEPTH-1)) begin
                    wr_ptr  <= 0;
                    wr_wrap <= ~wr_wrap;
                end else begin
                    wr_ptr <= wr_ptr + 1;
                end
            end
            if (pop_i && !empty_o) begin
                if (rd_ptr == (DEPTH-1)) begin
                    rd_ptr  <= 0;
                    rd_wrap <= ~rd_wrap;
                end else begin
                    rd_ptr <= rd_ptr + 1;
                end
            end
        end
    end
endmodule
==> out/summary.txt <==
Outcome: completed
Critical Path Start: rd_ptr[0]
FILL cells: 348
Hold-fix buffers, CTS: 0
Global routing usage summed across all routing layers: 16.9%
Number of sinks driven by the clock tree: 38
Part of the cycle the worst path needs: 90.5%
Number of cells upsized or downsized after cts: 0
Area of the die: 0.00474 mm2
Antenna fix cells: 0
Number of buffers added for setup after CTS: 0
Detail Route Antenna Nets: 0
Routed metal-1 wire length: 1540 um
Number of register bits inferred by synthesis: 38
Worst Setup Path Type: flop to primary output
Final design instance area without fill: 0.00213 mm2
Summed negative setup slack over all endpoints: 0 ns
Sink of the worst hold path: rd_wrap
Critical path's largest stage delay: 0.66 ns
Portion of total power attributed to the clock network: 16.7%
Std cell rows: 23
Overall routed net length: 3270 um
Count of synthesis-stage warnings from yosys: 2
Net Sw Power: 0.000608 W
Setup violations, final: 0
Post-CTS clock slew at the launch and capture registers of the worst setup and hold paths: 0.06 ns
Fraction of final layout cells with drive strength greater than 1: 12.7%
Post-synth top area cell: sky130_fd_sc_hd__edfxtp_1
Cell total in the yosys stat output: 126
Crit. End Element: primary output
First-pass DRT Iterations: 4
Gate Count Post-Synth: 126
Peak VDD IR: 0.372 mV
Critical Path Source Type: flop
Final hold viol count: 0
Pin count of the biggest net entering global routing: 17
Iter 0 DRT Violations: 68
Number of cells on the worst hold path: 1
Post-synth cell types: 28
Count of input and output buffers: 21
Destination of the worst register-to-register timing path: fifo_mem[0][4]
P_leak: 0.767 nW
R2R cell count: 3
Normalized max-slew margin: 50.2%
Start point of the worst min-delay path: rd_wrap
Register-to-register setup slack: 1.72 ns
Average routed wire per standard cell: 16.4 um
Sequential area share after synthesis: 62.1%
Async set-reset flop share out of synthesis: 15.8%
Req. time, crit path: 2.80 ns
Critical Path Fanout Max: 16
Fin. max-slew vios: 0
Clock tree from TritonCTS: yes
Start of the worst register-to-register path: wr_wrap
Cell area after synthesis: 0.00179 mm2
Count of boundary I/O pins: 22
Cell breakdown of the critical path: inv_1 > ha_1 > a21oi_1 > a221oi_2 > clkdlybuf4s50_1
Post-route DRC violation count: 0
Global-route wire length before repair: 5310 um
Height of the die: 68.9 um
Initial antenna violation count: 0
Standard cell core area: 0.00414 mm2
Power density cells: 772 mW/mm2
Setup slack of the critical path after layout: 0.333 ns
Actual slew at the worst max-slew pin: 0.746 ns
Switching share of power: 37.0%
Standard cell with the maximum stage delay on the critical path: sky130_fd_sc_hd__ha_1
Number of global-route vias before repair: 1086
X dimension of the die: 68.9 um
Dominant flop cell: sky130_fd_sc_hd__edfxtp_1
Vias per std cell: 5.44
Data arrival, critical path: 2.47 ns
Placer congestion estimate: 0.899
Min-delay worst type: flop to flop
Count of H-tree levels built during CTS: 2
Post-DP Area: 0.00205 mm2
Cell internal pwr: 0.00104 W
Unrepaired setup endpoints after global routing: false
Clock root cell: sky130_fd_sc_hd__clkbuf_8
Area added between synthesis and finish: 19.0%
Init Core Util: 43.1%
DR vias: 1088
Post-synth EDFFs: 32
Max-Cap Viols: 0
Clock buffer depth: 2
Share of total power in sequential cells: 39.0%
CTS buffer count: 5
Final Critical Period: 3.17 ns
DPL Wire Length: 2160 um
Relative contribution of combinational cells to total power: 44.3%
Syn avg cell area: 14.2 um2
Pre-CTS setup slack: 0.565 ns
Synthesized chip area reported by yosys: 0.00179 mm2
Max Used Layer: met4
Main area contributors: sky130_fd_sc_hd__edfxtp_1 54%, sky130_fd_sc_hd__dfrtp_1 8.4%, sky130_fd_sc_hd__a221oi_2 6.7%, sky130_fd_sc_hd__ha_1 5.6%, sky130_fd_sc_hd__a21oi_1 3.4%
Setup skew after layout: 0.00935 ns
Amount of wire on met3 after detailed routing: 179 um
Total number of warnings across the stage logs: 31
Area fraction of the dominant cell type after synthesis: 53.7%
GRT overflow: 0
FMAX: 0.316 GHz
Met2 layer wire length in the routed design: 1500 um
Clock latency on the worst-skew pair: 0.28 ns
-- worst max path at each step --
| stage | to | slack, ns | depth (start not counted) |
|---|---|---|---|
| after CTS | pop_data_o[5] | 0.28 | 5 |
| after global routing | pop_data_o[4] | 0.12 | 5 |
| final | pop_data_o[1] | 0.33 | 5 |
-- sequential cells by signal, summed over array words and instances (netlist names) --
| register | cells |
|---|---|
| wr_wrap | 1 |
| rd_ptr | 2 |
| rd_wrap | 1 |
| wr_ptr | 2 |
| fifo_mem | 32 |
-- metrics by stage --
step,util [%],hold WS (ns),total power [W],cells
finish,51.3,0.569,0.00164,200
global route,51.3,0.598,0.00177,200
global placement,49.4,0.549,0.00138,193
CTS,51.3,0.570,0.00166,200
detailed placement,49.4,0.557,0.00138,193
floorplan,-,0.491,0.00111,126
-- layout by cell type (no fill, tap or decap), drive strengths merged --
cell type | synthesis | layout
dfrtp | 6 | 6
o21ai | 1 | 1
a31oi | 2 | 2
nand2 | 1 | 1
a22o | 1 | 1
xnor2 | 4 | 4
nand2b | 2 | 2
clkdlybuf4s50 | 0 | 21
o31ai | 4 | 4
xor2 | 4 | 4
buf | 4 | 1
a211oi | 2 | 2
nor3b | 2 | 2
a221oi | 8 | 8
clkbuf | 1 | 5
inv | 14 | 14
ha | 8 | 8
clkinv | 0 | 2
o311ai | 1 | 1
nand3 | 2 | 2
and3 | 3 | 3
a22oi | 8 | 8
o221ai | 1 | 1
edfxtp | 32 | 32
nor2b | 1 | 1
nor3 | 2 | 2
a21oi | 12 | 12
-- critical path, delay by kind of cell, from the launching register on --
kind	cells	cell delay (ns)
buffers and inverters	2	0.65
AOI/OAI and AO/OA	2	0.39
DFF	1	0.49
adders and majority gates	1	0.66
-- cells in the mapped netlist (3+ instances only) --
master,count
sky130_fd_sc_hd__inv_1,14
sky130_fd_sc_hd__xnor2_1,4
sky130_fd_sc_hd__o31ai_1,3
sky130_fd_sc_hd__buf_1,3
sky130_fd_sc_hd__a22oi_1,8
sky130_fd_sc_hd__ha_1,8
sky130_fd_sc_hd__dfrtp_1,6
sky130_fd_sc_hd__and3_1,3
sky130_fd_sc_hd__a21oi_1,12
sky130_fd_sc_hd__a221oi_2,8
sky130_fd_sc_hd__edfxtp_1,32
-- routing by layer --
layer  global-route usage, %  up-vias
li1                        -      529
met1                    25.4      523
met2                    25.6       28
met3                    5.33        8
met4                    3.57        0
met5                       0        -
-- power by group through the flow --
stage	clock [W]	sequential, W	combinational, W
4_1_cts	0.000282	0.000641	0.000735
5_1_grt	0.000302	0.000652	0.000813
6_report	0.000274	0.000641	0.000727
-- logic make-up after synthesis --
kind of cell	after synthesis	share of synthesized area, %
AND-OR/OR-AND	40	19.2
XOR/XNOR	8	4.76
adder cells (fa/ha/maj)	8	5.60
buffers and inverters	19	4.06
flip-flops	38	62.1
AND/OR/NAND/NOR	13	4.27
-- final cells by class --
type | count | area [um2] | area share (%)
Multi-Input combinational cell | 69 | 604 | 28.4
Inverter | 14 | 52.6 | 2.47
Clock buffer | 5 | 68.8 | 3.24
Clock inverter | 2 | 10.0 | 0.471
Timing Repair Buffer | 22 | 218 | 10.2
Sequential cell | 38 | 1110 | 52.2
Tap cell | 50 | 62.6 | 2.94
No activity file was given, so power comes from the tool's default toggle rates.
